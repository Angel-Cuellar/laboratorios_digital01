<file path="design/flow/design.v">
module counter(input CLK, RESET, A, enabled, input [11:0] LOAD, output reg [11:0] PC); 
	always @ (posedge CLK, posedge RESET, posedge A)
		if (RESET)  
			PC <= 0;
		else if (A)  
			PC <= LOAD;
		else if (enabled)  
			PC <= PC + 1;
endmodule 
</file>
<file path="design/flow/run.sh">
#!/bin/bash
# OpenROAD 26Q1-2900-gdf79404cd8, Yosys 0.63+post, stock flow scripts
make -C /OpenROAD-flow-scripts/flow DESIGN_CONFIG=/design/flow/config.mk WORK_HOME=/design/flow/orfs finish
</file>
<file path="design/flow/config.mk">
export PLATFORM = sky130hd
export DESIGN_NAME = counter
export DESIGN_NICKNAME = counter
export VERILOG_FILES = /design/flow/design.v
export SDC_FILE = /design/flow/constraint.sdc
export NUM_CORES = 4
export LEC_CHECK = 1
export CORE_AREA = 10 10 95 95
export DIE_AREA = 0 0 105 105
</file>
<file path="design/flow/constraint.sdc">
current_design counter

set clk_period 2.3
set clk_io_pct 0.2

create_clock -name clk0 -period $clk_period [get_ports {CLK}]

set non_clock_inputs [all_inputs -no_clocks]
set_input_delay [expr $clk_period * $clk_io_pct] -clock clk0 $non_clock_inputs
set_output_delay [expr $clk_period * $clk_io_pct] -clock clk0 [all_outputs]
</file>
==> impl_metrics.ini <==
; flow metrics
[status]
status = finished clean

[place]
place_area_um2 = 1190
place.gp.congestion = 0.804
hpwl_mm = 1.91
port_buffers = 27
placed_cells = 204

[synthesis]
top_cell_area_share_pct = 48.2
top_cells_by_area = dfbbp_1 48%, xnor2_1 8.7%, a21oi_1 7.4%
mux_share_pct = 2.78
netlist_instances = 83
synth_area_um2 = 810
ys_cells = 83
synthAdderAreaFrac_pct = 1.55
ys_types = 21
synth_top_cell_by_area = dfbbp_1
numSynthFlops = 12
yosys.area_share.simple_pct = 20.7
ys_area_um2 = 810
aoi_share_pct = 7.42
xor_share_pct = 10.8
top_logic_kind = simple AND/OR/NAND/NOR gates
yosysWarningCount = 2
synth.avg_cell_area_um2 = 9.75
yosysSeqAreaShare_pct = 48.2

[clocking]
clk_transition_reported_paths_ps = 50
clk_latency_ps = 240
postCtsHoldBufs = 0
cts_root_buf = clkbuf_8
cts_buffer_depth = 2
clkSinkCount = 12
post_cts_buffers = 0
cts_resized = 0
cts_max_level = 1
cts_tree = built
numCtsBuffers = 3

[sta]
clock.fmax_mhz = 548
finalClockPeriodUsage_pct = 79.4
period_needed_ps = 1830
finalClockSkew_ps = 4.54
setup-tns-final_ps = 0
rsz0062_at_grt = no
setup_viol = 0
worst_slew_margin_rel_pct = 39.7
worst_slew_pin_slew_ps = 903
finalHoldViolCount = 0
timing.final.max_slew_violations = 0

[worst_setup_path]
crit_start = PC[6]$_DFFSRE_PPPP_
start_kind = flip-flop
crit_buf_inv = 1
slowest_delay_ps = 620
crit_family = flip-flops
reg2reg_from = PC[0]$_DFFSRE_PPPP_
arrival_ps = 1370
worst_setup_path_end_kind = primary output
path_cells = clkdlybuf4s50_1
worstSetupPathType = reg -> out
critPathRequiredTime_ps = 1840
crit_slowest_cell = dfbbp_1
worst-path-max-fanout = 6

[finish]
mostFrequentLayoutCell = clkdlybuf4s50_1
num-fill-cells = 791
drive_gt1_share_pct = 9.01
syn2layout_area_growth_pct = 52.7
regMostFlops = PC
most-common-layout-cells = 27 x clkdlybuf4s50_1, 15 x nand2_1, 13 x inv_1
reg_top3 = PC: 12 flops
final_area_um2 = 1240
largest_reg_flops = 12
fin_cells = 207

[global_route]
grt_pass1_wl_mm = 3.85
first_global_vias = 709
antenna_found_initial = 0
grtUsageTotal_pct = 4.33
grt_max_degree = 14
grt.overflow.total = 0

[die]
chip_area_um2 = 11000
coreArea_um2 = 6910
pin_count = 28
rows = 30
fp.dieH_um = 105
die_x_um = 105
initCoreUtil_pct = 11.7

[drt]
ant_nets = 0
dr.pass1.iters = 4
antenna_cells = 0
wl_per_cell_um = 11.3
drt_iter0_drc = 10
via_count = 692
via_per_inst = 3.34
routed_wl_mm = 2.35
route.detailed.drc = 0

[min_path]
hold_class = in -> async

[run]
warnings = 36
drv_cap = 0

[power]
vdd_drop_max_mv = 0.271
leakagePower_nw = 0.482
power.density_nw_per_um2 = 694
-- final timing paths --
path                            cells after the start                   end  slack (ps)
worst max-delay path                                1                 PC[6]         470
worst min-delay path                                2   PC[6]$_DFFSRE_PPPP_         580
worst max register to register                      4  PC[10]$_DFFSRE_PPPP_         790
worst min register to register                      1   PC[0]$_DFFSRE_PPPP_         610
max in group asynchronous                           4  PC[11]$_DFFSRE_PPPP_        1080
min in group clk0                                   1   PC[0]$_DFFSRE_PPPP_         610
-- layout make-up --
| cell class | count | area [µm²] | share of cell area (%) |
|---|---|---|---|
| Sequential cell | 12 | 390 | 31.6 |
| Multi-Input combinational cell | 54 | 350 | 28.3 |
| Timing Repair Buffer | 29 | 285 | 23.1 |
| Tap cell | 96 | 120 | 9.72 |
| Inverter | 13 | 48.8 | 3.95 |
| Clock buffer | 3 | 41.3 | 3.34 |
-- metal layers --
layer  up-vias  GRT usage (%)  routed length, µm
met2        20           6.36               1060
met3         2           2.05                183
met5         -              0                  0
met1       330           5.92               1090
met4         0          0.294                 12
li1        340              -                  -
-- through the flow --
stage / hold WS [ps] / util (%) / power, mW / worst slack, ps
after detailed placement: 600 / 17.3 / 0.687 / 458
after floorplan: 392 / - / 0.465 / 952
final: 582 / 17.9 / 0.858 / 475
after global routing: 588 / 17.9 / 0.927 / 420
after CTS: 583 / 17.9 / 0.881 / 446
after global placement: 602 / 17.3 / 0.685 / 518
-- report_power, final --
part	switching (mW)	leakage (nW)	internal [mW]
Sequential	0.0888	0.157	0.309
Combinational	0.0815	0.303	0.188
Clock	0.0758	0.0216	0.115
-- kinds of logic after synthesis --
| logic type | Yosys count |
|---|---|
| flops | 12 |
| xor+xnor | 10 |
| simple gates | 29 |
| buf+inv | 17 |
| mux | 2 |
| fa+ha+maj | 1 |
| compound gates | 12 |
-- synthesized netlist by cell type --
library cell / number
nand2_1: 15
inv_1: 13
a21oi_1: 12
dfbbp_1: 12
xnor2_1: 8
and4_1: 2
clkbuf_1: 2
mux2_2: 2
nand3_1: 2
nand4_1: 2
nor3_2: 2
xor2_1: 2
and3b_1: 1
buf_2: 1
buf_4: 1
ha_1: 1
nand4_2: 1
nand4b_1: 1
nand4bb_1: 1
nor2_1: 1
nor2b_1: 1
Power is estimated from default activity; no workload was simulated.
