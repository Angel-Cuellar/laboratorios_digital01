==> flow/design.v <==
module FFD (input clk, reset, D, output reg Q);
  always @ (posedge clk or posedge reset) begin
    if (reset)
      Q <= 1'b0;
    else
      Q <= D;
  end
endmodule
module FSM1(input A, B, C, D, clk, reset, output wire M0, M1, S0, S1, S0F, S1F);
    wire M_0, M_1, S_0, S_1, S0_F, S1_F;    
    assign S0_F = (S_1)&(A)&(~B)&(C)&(~D) | (~S_1)&(A)&(B)&(C)&(~D)| (S_0)&(~S_1)&(A)&(~B) | (S_0)&(S_1)&(A)&(B);
    assign S1_F = (~S_0)&(S_1)&(~A)&(B) | (~S_1)&(B)&(C)&(~D) | (S_0)&(S_1)&(A)&(B);
    assign M0 = S_0;
	assign M1 = S_1; 
    FFD E0(clk, reset, S0_F, S_0);
    FFD E1(clk, reset, S1_F, S_1);
    assign S0 = S_0; 
	assign S1 = S_1; 
	assign S0F = S0_F;
    assign S1F = S1_F;
endmodule
==> flow/run.sh <==
#!/bin/bash
# OpenROAD 26Q1-2900-gdf79404cd8, Yosys 0.63+post, stock flow scripts
make -C /OpenROAD-flow-scripts/flow DESIGN_CONFIG=/design/flow/config.mk WORK_HOME=/design/flow/orfs finish
==> flow/config.mk <==
export PLATFORM = sky130hd
export DESIGN_NAME = FSM1
export DESIGN_NICKNAME = FSM1
export VERILOG_FILES = /design/flow/design.v
export SDC_FILE = /design/flow/constraint.sdc
export NUM_CORES = 4
export LEC_CHECK = 1
export CORE_AREA = 10 10 70 70
export DIE_AREA = 0 0 80 80
==> flow/constraint.sdc <==
current_design FSM1

set clk_period 2.7
set clk_io_pct 0.2

create_clock -name clk0 -period $clk_period [get_ports {clk}]

set non_clock_inputs [all_inputs -no_clocks]
set_input_delay [expr $clk_period * $clk_io_pct] -clock clk0 $non_clock_inputs
set_output_delay [expr $clk_period * $clk_io_pct] -clock clk0 [all_outputs]
==> impl_summary.log <==
[report] implementation figures
[metrics] DP Wirelength: 467 um
[metrics] comb area leader: simple AND/OR/NAND/NOR gates
[metrics] ratio of cells with drive above 1 in the final layout: between 10% and 20%
[metrics] total wire length: about 550 um
[metrics] AND-OR/OR-AND share of the synthesized area: roughly 6.8%
[metrics] setup repair after global routing missed its margin: false
[metrics] Post-CTS Setup Repair Bufs: 0
[metrics] distinct lib cells: 9
[metrics] yosys simple share: 18.4%
[metrics] Critical R2R Launch: E1.Q$_DFF_PP0_
[metrics] maximum clock insertion buffer count: 2
[metrics] PnR Total Power: 0.126 mW
[metrics] top logic cell by instance count in the layout: clkdlybuf4s50_1
[metrics] count of pins on the block boundary: 12
[metrics] status: finished, final reports clean
[metrics] die width: roughly 80 um
[metrics] Layout fillers: 408
[metrics] Least-Margin Pin Slew: 0.246 ns
[metrics] number of diodes: 0
[metrics] hold-fix buffers at CTS: 0
[metrics] Log Warnings: 25
[metrics] Worst EP arrival: ~2 ns
[metrics] die footprint: 6400 um2
[metrics] number of buffer cells added on primary ports: 11
[metrics] Rel. slew slack: 83.1%
[metrics] global-route wire length before repair: about 800 um
[metrics] Critical Path Most Common Cell: clkdlybuf4s50_1
[metrics] Total Routing Usage GR: about 1.8%
[metrics] path depth of the worst reg2reg path: 2
[metrics] CP max stage cell: clkdlybuf4s50_1
[metrics] Overflow after GRT: 0
[metrics] area of the synthesized netlist per yosys stat: 129 um2
[metrics] via count: between 100 and 150
[metrics] vias per cell: about 1.9
[metrics] Worst EP required: around 2.2 ns
[metrics] WL/cell: slightly below 8 um
[metrics] count of instantiated cells in the yosys netlist: 12
[metrics] root cell of the clock tree: clkbuf_4
[metrics] total core area: around 3400 um2
[metrics] Min Clock Period, post-route: roughly 2.6 ns
[metrics] Num CTS Buffers: 3
[metrics] post-route setup TNS: 0 ns
[metrics] stages on the worst setup path: 4
[metrics] Slowest Stage Delay on Critical Path: 0.53 ns
[metrics] number of antenna violations at the first check in global routing: 0
[metrics] number of design-rule violations left by the first detailed-router iteration: 0
[metrics] Final Setup Violations: 0
[metrics] max-slew violation total from the final report: 0
[metrics] max cap viols: 0
[metrics] CTS clk-pin slew, worst paths: 0.03 ns
[metrics] Top Layout Cells: clkdlybuf4s50_1, clkbuf_4, dfrtp_1, xnor2_1
[metrics] mean instance size in the synthesized netlist: about 11 um2
[metrics] fraction of synthesized cell area in xor and xnor cells: 13.6%
[metrics] number of hold violations in the final report: 0
[metrics] worst path buffer plus inverter count: 2
[metrics] final standard cell utilization of the core: just under 9%
[metrics] clk latency late pin: ~0.22 ns
[metrics] count of warnings emitted by yosys: 1
[metrics] area fraction in mux cells: 7.77%
[metrics] part of the cycle the worst path needs: a little over nine tenths
[metrics] capture instance of the worst register-to-register path: E0.Q$_DFF_PP0_
[metrics] TritonCTS Sinks: 2
[metrics] category of cells accounting for the largest share of critical-path delay: buffers and inverters
[metrics] floorplan utilization: 3.77%
[metrics] post-cts sizing count: 0
[metrics] highest clock rate: around 0.39 GHz
[metrics] maximum level of the CTS H-tree: 1
[metrics] number of iterations in the first detailed-routing pass: 1
[metrics] kind of critical path: in -> out
[metrics] class of the most critical hold timing path: in -> async
[metrics] ordered list of cells on the worst path: clkdlybuf4s50_1, xnor2_1, mux2i_1, clkdlybuf4s50_1
[metrics] area growth from synthesis to layout: 136%
[metrics] total number of placement rows: 21
[metrics] Critical Path Start Type: input port
[metrics] leakage component of the power: 0.107 nW
[metrics] Max Fanout on Critical Path: 3
[metrics] setup slack of the critical path after layout: about 0.14 ns
[metrics] CTS tree: done
[metrics] setup skew after layout: 0.00207 ns
[metrics] pre-CTS worst setup slack: around 0.14 ns
[metrics] number of global-route vias before repair: 145
[metrics] worst hold slack: between 0.4 and 0.5 ns
[metrics] instance tally after logic synthesis: 12
[metrics] power per standard cell area: between 400 and 500 nW/um2
[metrics] largest net degree at the start of global routing: 6
[metrics] GPL Wtd Cong: approximately 0.7
[metrics] remaining antenna violation count: 0
[metrics] final routed DRC violation total: 0
[metrics] internal reg-to-reg setup slack: between 1.5 and 2 ns
[metrics] post-synthesis adder-cell area fraction: 0%
[metrics] die height: approximately 80 um
[metrics] post-synthesis instance area: between 100 and 150 um2
[metrics] Post-synth seq share: roughly two fifths
[metrics] largest vdd supply drop: between 0.00005 and 0.00006 V
[metrics] CP Capture Type: output port
[metrics] synthesized flop and latch total: 2
[per-stage QoR]
| step | instance area (um2) | std cells |
|---|---|---|
| global route | 304 | 70 |
| CTS | 304 | 70 |
| finish | 304 | 70 |
| global placement | 282 | 67 |
| detailed placement | 282 | 67 |
| floorplan | 129 | 12 |
[cells in the mapped netlist (all sizes together)]
| cell type | number | area (um2) |
|---|---|---|
| dfrtp | 2 | 50.1 |
| nand2 | 1 | 3.75 |
| mux2i | 1 | 10.0 |
| and4bb | 1 | 12.5 |
| xnor2 | 2 | 17.5 |
| buf | 2 | 15.0 |
| nand3b | 1 | 7.51 |
| a31o | 1 | 8.76 |
| inv | 1 | 3.75 |
[final cells by class]
type	count	area (um2)	area share, %
clock buffers	3	22.5	7.41
inverters	1	3.75	1.23
multi-input cells	7	60.1	19.8
flip-flops and latches	2	50.0	16.5
well taps	46	57.6	18.9
repair buffers	11	110	36.2
[routing by layer]
layer  up-vias  wire (um)  global-route usage (%)
met2         9        190                    1.93
met3         0        127                    2.50
met4         0          0                   0.528
met5         -          0                       0
li1         64          -                       -
met1        58        229                    1.93
[cells by family after synthesis]
| group | Yosys count |
|---|---|
| AOI/OAI and AO/OA | 1 |
| buffers and inverters | 3 |
| xor gates and xnor gates | 2 |
| muxes | 1 |
| DFF | 2 |
| and+or+nand+nor | 3 |
[sequential cells by signal, indices dropped and copies added (netlist names)]
name and count:
E0.Q 1, E1.Q 1
[where the power goes]
| part | internal (mW) | switching (mW) | total [mW] |
|---|---|---|---|
| combinational | 0.0192 | 0.00633 | 0.0255 |
| sequential | 0.0319 | 0.00230 | 0.0342 |
| clock | 0.0491 | 0.0172 | 0.0663 |
[how the worst max path moves through the flow]
stage	slack, ns	from	end
finish	0.14	B	S0F
global route	0.05	B	S0F
CTS	0.12	B	S0F
Power is estimated from default activity; no workload was simulated.
